===== design/flow/design.v =====
module SVR (
    input              clk,
    input              we,
    input      [  1:0] VL,
    input      [  4:0] ra,
    input      [  4:0] wa,
    input      [511:0] wd,
    output reg [127:0] rd
);
  reg     [31:0] rf[31];
  integer        i;
  always @(posedge clk) begin
    if (we) begin
      if (VL == 2'b00) rf[wa] <= wd[31:0];
      else if (VL == 2'b01) begin
        for (i = 0; i < 4; i = i + 1) begin
          rf[wa+i] <= wd[32*i+:32];
        end
      end else if (VL == 2'b10) begin
        for (i = 0; i < 16; i = i + 1) begin
          rf[wa+i] <= wd[32*i+:32];
        end
      end
    end
  end
  integer j;
  always @(*) begin
    for (j = 0; j < 4; j = j + 1) begin
      rd[32*j+:32] = rf[ra+j];
    end
  end
endmodule

===== design/flow/run.sh =====
#!/bin/bash
# OpenROAD 26Q1-2900-gdf79404cd8, Yosys 0.63+post, stock flow scripts
make -C /OpenROAD-flow-scripts/flow DESIGN_CONFIG=/design/flow/config.mk WORK_HOME=/design/flow/orfs finish

===== design/flow/config.mk =====
export PLATFORM = sky130hd
export DESIGN_NAME = SVR
export DESIGN_NICKNAME = SVR
export VERILOG_FILES = /design/flow/design.v
export SDC_FILE = /design/flow/constraint.sdc
export NUM_CORES = 4
export LEC_CHECK = 1
export CORE_UTILIZATION = 40

===== design/flow/constraint.sdc =====
current_design SVR

set clk_period 146.9
set clk_io_pct 0.2

create_clock -name clk0 -period $clk_period [get_ports {clk}]

set non_clock_inputs [all_inputs -no_clocks]
set_input_delay [expr $clk_period * $clk_io_pct] -clock clk0 $non_clock_inputs
set_output_delay [expr $clk_period * $clk_io_pct] -clock clk0 [all_outputs]

==> summary.txt <==
run metrics: outcome=stopped before the end, Failed at=global routing, stop err=[ERROR GRT-0116] Global routing finished with congestion. Check the congestion regions in the DRC Viewer., IO Pins=654, mux contribution to synthesized area=0.168, Complex Gates by Area=0.433, ys cells=between 20,000 and 30,000, XORs/XNORs by Area=0.00162, synthesis area per yosys=around 0.19 sq mm, Post-CTS Setup Inserts=0, clk root buf=clkbuf_16, RD Place Congestion=roughly 1.6, Post-synth seq share=0.155, H-tree Lvls=3, Unique cell types=between 100 and 150, Post-synth ARST share=0, hpwl dp=between 2000 and 2500 mm, Die Y=approximately 700 microns, clock buffer depth=3, clk sinks=about 990, CTS buffer count=~91, I/O Buffers=653, GRT Resource Usage Total=1.18, post-cts resize count=0, Synth Warn #=1, first-pass GRT wire length=~3700 mm, cell area after synthesis=~0.19 sq mm, cell count after synthesis=25,400, number of enable flip-flop cells=just under 1,000, syn avg cell area=approximately 7.5 sq um, Synth Area in Adders=0.000913, DIE WIDTH=slightly below 700 microns, main flop type=edfxtp_1, main logic family after synthesis=AND-OR/OR-AND gates, hold buffers post-CTS=0, largest net degree at the start of global routing=117, Basic Gates by Area=0.153, Rows=~250, Synthesized registers=992, total gr overflow=72,600, vias in the first global route=329,000, Core Util at FP=0.401
## logic make-up after synthesis
family | Yosys count
compound gates | 11400
xor+xnor | 32
fa+ha+maj | 14
buf+inv | 4360
flops | 992
mux | 1924
simple gates | 6717
## per-stage QoR
stage / hold slack [ns] / instance area, sq um / instances / total power [mW] / worst slack [ns]
2_1_floorplan: 29.66 / 192000 / 25400 / 0.646 / 83.80
3_3_place_gp: 29.98 / 217000 / 31600 / 1.25 / 82.07
3_5_place_dp: 29.98 / 217000 / 31600 / 1.24 / 81.97
4_1_cts: 29.21 / 220000 / 31800 / 1.51 / 81.99
## metal layers
metal | GRT usage | GRT overflow
met3 | 1.11 | 12500
met2 | 1.26 | 27000
met1 | 1.22 | 26000
met4 | 1.07 | 5744
met5 | 1.03 | 1347
## cell usage after synthesis (all sizes together), types with 231 or more instances
cell type / number / area share
clkbuf: 3698 / 0.072
nor2: 2567 / 0.050
nand2: 2070 / 0.040
a21oi: 1625 / 0.042
o21ai: 1617 / 0.042
o22ai: 1296 / 0.042
a221oi: 1062 / 0.048
mux4: 1024 / 0.12
edfxtp: 992 / 0.16
o221ai: 936 / 0.043
a211oi: 758 / 0.030
nand3: 733 / 0.019
mux2i: 729 / 0.038
buf: 612 / 0.015
a221o: 581 / 0.030
a22oi: 574 / 0.022
nor3: 570 / 0.016
a222oi: 484 / 0.025
o211ai: 360 / 0.014
a211o: 328 / 0.015
a31oi: 283 / 0.0092
o22a: 231 / 0.011
Power and IR drop assume default switching activity.
