`/design/flow/design.v`:
```
module NSR (
    input              clk,
    input              we,
    input              we1,
    input      [  4:0] ra,
    input      [  4:0] wa,
    input      [ 31:0] wd,
    input      [ 31:0] wd1,
    output reg [511:0] cur_out,
    output reg [511:0] vol_out,
    output reg [ 31:0] vt_out,
    output reg [ 31:0] rd
);
  reg     [31:0] CUR[32];
  reg     [31:0] VOL[32];
  reg     [31:0] VT;
  integer        j;
  initial begin
    for (j = 0; j < 32; j = j + 1) begin
      CUR[j] = j + 1;
      VOL[j] = j + 1;
    end
  end
  always @(posedge clk) begin
    if (we) begin
      CUR[wa] <= wd;
    end
  end
  always @(posedge clk) begin
    if (we1) begin
      VT <= wd1;
    end
  end
  integer i;
  always @(*) begin
    for (i = 0; i < 16; i = i + 1) begin
      cur_out[32*i+:32] = CUR[ra+i];
      vol_out[32*i+:32] = VOL[ra+i];
    end
  end
  assign rd     = CUR[ra];
  assign vt_out = VT;
endmodule
```
`/design/flow/config.mk`:
```
export PLATFORM = sky130hd
export DESIGN_NAME = NSR
export DESIGN_NICKNAME = NSR
export VERILOG_FILES = /design/flow/design.v
export SDC_FILE = /design/flow/constraint.sdc
export NUM_CORES = 4
export LEC_CHECK = 1
export CORE_AREA = 10 10 731 731
export DIE_AREA = 0 0 741 741
```
`/design/flow/constraint.sdc`:
```
current_design NSR

set clk_period 59.7
set clk_io_pct 0.2

create_clock -name clk0 -period $clk_period [get_ports {clk}]

set non_clock_inputs [all_inputs -no_clocks]
set_input_delay [expr $clk_period * $clk_io_pct] -clock clk0 $non_clock_inputs
set_output_delay [expr $clk_period * $clk_io_pct] -clock clk0 [all_outputs]
```
`/design/flow/run.sh`:
```
#!/bin/bash
# OpenROAD 26Q1-2900-gdf79404cd8, Yosys 0.63+post, stock flow scripts
make -C /OpenROAD-flow-scripts/flow DESIGN_CONFIG=/design/flow/config.mk WORK_HOME=/design/flow/orfs finish
```
==> out/metrics.csv <==
metric,value,unit
status,"complete, no violations",
hold buffer count at cts,0,
number of global-route vias before repair,86260,
CTS tree,built,
nature of the critical path endpoint,output pin,
Synthesis Warnings,3,
Top cell excl fill/tap,o22ai_1,
Leak,36.63,nW
Final Hold Vio Count,0,
total of max-cap violations,0,
CTS H-tree lvls,3,
Worst EP required,47.76,ns
Max Root-Sink Buffers,4,
DP HPWL,412.1,mm
dpl cells,16370,
CP Max Fanout,60,
Global Route Usage Sum,21.21,%
Fmax,0.03208,GHz
yosys cell count,9242,
final hold slack,11.64,ns
tool warning count,61,
clk sink count,1056,
Global Route met3 Usage,16.54,%
CTS root buf,clkbuf_16,
Synth cell types,43,
via count,92040,
met2 global-route usage,28.11,%
DP Worst Slack,28.78,ns
routing usage on met1,21.54,%
Worst EP arrival,19.24,ns
CP Launch Type,input port,
"Period Utilization, post-route",52.22,%
synthesized flop and latch total,1056,
share of cells above drive strength 1,28.04,%
Initial Util,18.06,%
register share after synthesis,33.93,%
RD Place Congestion,1.006,
top-level port count,1165,
cell taking the most area after synthesis,edfxtp_1,
Max-slew headroom,13.49,%
Mean Syn Cell Area,10.11,um2
fin worst setup slack,28.52,ns
clock-pin slew on the worst setup and hold paths,0.06,ns
GRT Max-Usage Layer,met2,
hold path startpoint,wd1[2],
type of the worst min-delay path,in -> reg,
Starting DRT DRC Count,11610,
number of port buffers,748,
area of the die,549100,um2
fin crit period,31.18,ns
max-slew violations,0,
P per Cell Area,25.32,nW/um2
chip height,741,um
DR vias/cell,5.515,
Slew @ Worst Pin,1.289,ns
DRC violations left,0,
Max-area cell share,33.93,%
cts repair resizes,0,
setup bufs post-CTS,0,
area delta synth->final,20.15,%
worst ir drop on vdd,0.00002848,V
RSZ-0062 raised after global routing,false,
Setup TNS,0,ns
total wire length,596.2,mm
core area,517600,um2
final setup fails,0,
most frequent cells in the layout,"o22ai_1 (2354), mux2_2 (1529), nor2_1 (1200), edfxtp_1 (1056), clkdlybuf4s50_1 (744)",
routed len/inst,35.73,um
number of cells produced by synthesis,9242,
Critical Path Start,ra[0],
first-pass GRT wire length,778.4,mm
top cells by area,"edfxtp_1 (34%), mux2_2 (18%), o22ai_1 (16%)",
final cell count without fillers,16690,
CP Class,in -> out,
row count,264,
synthesized area,93460,um2
largest net degree at the start of global routing,129,
yosys stat area,93460,um2
Overflow after GRT,0,
initial antenna violation count,94,
die width,741,um
drt first pass iters,10,
Routed Antenna Nets,0,
CTS Buf Count,125,
routing by layer:
metal  up-vias  wire (um)  part of all wire, %
li1      36570          -                    -
met1     43270     188200                   32
met2      9255     229900                   39
met3      2874     112000                   19
met4        76      64080                   11
met5         -       2019                 0.34
metrics by stage:
| stage | power, W | utilization, % | instance area (um2) |
|---|---|---|---|
| floorplan | 0.001356 | - | 95020 |
| global placement | 0.001945 | 20.80 | 107700 |
| finish | 0.002843 | 21.69 | 112300 |
| detailed placement | 0.001944 | 20.80 | 107700 |
| CTS | 0.002799 | 21.65 | 112100 |
| global route | 0.002899 | 21.66 | 112100 |
path summary, 6_finish.rpt:
kind,to,cells past startpoint,slack (ns)
setup / recovery,cur_out[498],13,28.52
hold / removal,VT[2],1,11.64
power breakdown:
| group | internal (W) | switching, W |
|---|---|---|
| Sequential | 0.000827 | 0.00000971 |
| Combinational | 0.000418 | 0.000731 |
| Clock | 0.000490 | 0.000368 |
flip-flops by register name (all words and copies together), names as in the netlist:
register / cells
CUR: 1024
VT: 32
layout make-up:
class                   count  area [um2]
flip-flops and latches   1056       31710
clock inverters            92        1224
clock buffers             139        3181
fillers                 55300      405300
repair buffers           1158       10680
inverters                  17       71.32
multi-input cells        7224       56560
diodes                     87       217.7
well taps                6916        8653
worst max-delay path: stages:
cell and delay [ns]:
buf_8 0.36, inv_8 0.30, ha_4 0.84, buf_4 0.72
buf_4 0.77, buf_4 0.70, buf_4 0.75, buf_4 0.69
mux2i_1 0.24, a22o_1 0.28, a221oi_1 0.52, mux4_2 0.36
clkdlybuf4s50_1 0.47
synthesized netlist by cell type (all sizes together):
library cell / n
o22ai: 2354
o21a: 3
inv: 17
and2: 4
nor3: 16
o21ai: 38
nor2: 1237
nor2b: 7
a21boi: 4
buf: 955
a221oi: 64
clkbuf: 405
a31oi: 3
edfxtp: 1056
nand2: 632
o211ai: 1
mux2: 1529
or3: 1
nand2b: 15
mux4: 415
xnor2: 40
a22oi: 39
and3: 2
mux2i: 265
or3b: 3
a22o: 66
a21oi: 17
nand3b: 5
or2: 6
nand3: 2
ha: 21
conb: 1
xor2: 19
cell families after synthesis:
kind of cell             count (synthesis)  synth area share, %
other                                    1             0.004012
adder cells (fa/ha/maj)                 21               0.2811
AND/OR/NAND/NOR                       1930                7.908
buffers and inverters                 1377                8.140
multiplexers                          2209                31.26
flip-flops                            1056                33.93
XOR/XNOR                                59               0.5850
AND-OR/OR-AND                         2589                17.89
Power is estimated from default activity; no workload was simulated.
