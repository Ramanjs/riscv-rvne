File: /design/flow/run.sh
#!/bin/bash
# OpenROAD 26Q1-2900-gdf79404cd8, Yosys 0.63+post, stock flow scripts
make -C /OpenROAD-flow-scripts/flow DESIGN_CONFIG=/design/flow/config.mk WORK_HOME=/design/flow/orfs finish
File: /design/flow/config.mk
export PLATFORM = sky130hd
export DESIGN_NAME = WVR
export DESIGN_NICKNAME = WVR
export VERILOG_FILES = /design/flow/design.v
export SDC_FILE = /design/flow/constraint.sdc
export NUM_CORES = 4
export LEC_CHECK = 1
export CORE_UTILIZATION = 30
File: /design/flow/constraint.sdc
current_design WVR

set clk_period 146.2
set clk_io_pct 0.2

create_clock -name clk0 -period $clk_period [get_ports {clk}]

set non_clock_inputs [all_inputs -no_clocks]
set_input_delay [expr $clk_period * $clk_io_pct] -clock clk0 $non_clock_inputs
set_output_delay [expr $clk_period * $clk_io_pct] -clock clk0 [all_outputs]
File: /design/flow/design.v
module WVR (
    input              clk,
    input              we,
    input      [  1:0] VL,
    input      [  4:0] ra,
    input      [  4:0] wa,
    input      [511:0] wd,
    output reg [511:0] rd
);
  reg     [31:0] rf[31];
  integer        i;
  always @(posedge clk) begin
    if (we) begin
      if (VL == 2'b00) rf[wa] <= wd[31:0];
      else if (VL == 2'b01) begin
        for (i = 0; i < 4; i = i + 1) begin
          rf[wa+i] <= wd[32*i+:32];
        end
      end else if (VL == 2'b10) begin
        for (i = 0; i < 16; i = i + 1) begin
          rf[wa+i] <= wd[32*i+:32];
        end
      end
    end
  end
  integer j;
  always @(*) begin
    for (j = 0; j < 16; j = j + 1) begin
      rd[32*j+:32] = rf[ra+j];
    end
  end
endmodule
==> out/qor.log <==
qor: run_status.outcome stopped before the end
qor: run_status.flow.stopped_at global routing
qor: run_status.tool.error [ERROR GRT-0116] Global routing finished with congestion. Check the congestion regions in the DRC Viewer.
qor: synthesis.synth_cell_types 119
qor: floorplan.floorplan.die.width 839 um
qor: floorplan.fp_util 30.1%
qor: synthesis.yosysChipArea 210,000 um^2
qor: placement.buffer_ports.inserted 1,037
qor: clock_network.clock_tree.buffer_depth 3
qor: synthesis.ys_async_sr_fraction 0%
qor: placement.place_congestion 1.52
qor: synthesis.ys.warnings.count 1
qor: synthesis.synth.ff_latch_count 992
qor: clock_network.cts_setup_buffers 0
qor: clock_network.numClockSinks 992
qor: clock_network.cts_repair_resize_count 0
qor: clock_network.htree_num_levels 3
qor: grt.pin_count_of_the_biggest_net_entering_global_routing 112
qor: placement.place_area 249,000 um^2
qor: synthesis.enable_flop_cells 992
qor: placement.hpwl 2,760,000 um
qor: synthesis.synthCells 27,943
qor: synthesis.synthTopCellsByCount sky130_fd_sc_hd__clkbuf_1, sky130_fd_sc_hd__nand2_1, sky130_fd_sc_hd__nor2_1
qor: floorplan.design.portCount 1,038
qor: synthesis.post-synth-top-count-cell sky130_fd_sc_hd__clkbuf_1
qor: clock_network.clockRootBuffer sky130_fd_sc_hd__clkbuf_16
qor: synthesis.synth_top_cell_by_area sky130_fd_sc_hd__edfxtp_1
qor: grt.grt_pass1_wl 4,900,000 um
qor: synthesis.netlist.area_leader.share 14.2%
qor: floorplan.core.rowCount 307
qor: synthesis.synth_seq_share 14.2%
qor: synthesis.synth_area 210,000 um^2
qor: clock_network.hold_buffers 0
qor: clock_network.cts_buffers 78
qor: grt.grtUsageTotal 108%
qor: synthesis.yosys_cells 27,943
qor: grt.number_of_global_route_vias_before_repair 393,206
qor: synthesis.area_leaders sky130_fd_sc_hd__edfxtp_1, sky130_fd_sc_hd__mux4_2, sky130_fd_sc_hd__clkbuf_1
qor: synthesis.synth_area_per_cell 7.52 um^2
qor: floorplan.fp.dieH 839 um
qor: grt.gr-total-overflow 65,583
qor: synthesis.dominantRegCellSynth sky130_fd_sc_hd__edfxtp_1
[metal layers]
layer / global-route usage [%] / overflow
met5: 90.3 / 1232
met4: 105 / 8193
met3: 103 / 11904
met2: 118 / 29365
met1: 105 / 14889
[through the flow]
| stage | setup WS (ns) | util (%) | total power (uW) | cells |
|---|---|---|---|---|
| 4_1_cts | 82.15 | 36.1 | 1950 | 38293 |
| 3_5_place_dp | 82.15 | 35.7 | 1710 | 38151 |
| 2_1_floorplan | 83.93 | - | 760 | 27943 |
| 3_3_place_gp | 81.33 | 35.7 | 1720 | 38146 |
[cell families after synthesis]
family,Yosys count,synth area share (%)
buffers and inverters,4555,8.57
DFF,992,14.2
AOI/OAI and AO/OA,11405,39.1
muxes,2667,20.8
xor gates and xnor gates,53,0.255
adders and majority gates,21,0.125
and+or+nand+nor,8250,16.9
Power and IR drop assume default switching activity.
